$ cat flow/design.v
`timescale 1ns / 1ps
module z80RegisterFile(
    input CLK,
    input RFSH,  
    input RESET,
    input [2:0] DR_MUX,  
    input RP_TABLE,  
    input RP,  
    input LD_SP,  
    input SP_MUX,
    input LD_REG,  
    input LD_ACCUM,  
    input LD_FLAG,  
    input LD_I,  
    input LD_R,  
    input LD_W,  
    input LD_Z,  
    input Gate_SP,  
    input Gate_SP_INC,  
    input Gate_SP_DEC,  
    input [2:0] OPCODE_Y,  
    input [2:0] OPCODE_Z,  
    input [15:0] TEMP_IN,  
    input [7:0] DATA_BUS_HIGH,  
    input [7:0] DATA_BUS_LOW,  
    input [7:0] ACC_OUT,  
    input [7:0] FLAG_OUT,  
    input DD_PREFIX,  
    input FD_PREFIX,  
    input AF_SWAP,  
    input DEHL_SWAP,  
    input DEPHLP_SWAP,  
    input EXX,  
    output reg [15:0] ADDR_BUS,  
    output [15:0] BC_out,
    output [15:0] DE_out,
    output [15:0] HL_out,
    output [15:0] SP_out,
    output [7:0] ry_out, 
    output [7:0] rz_out,
    output [7:0] B_out,
    output [7:0] R_out,
    output [7:0] I_out,
    output [7:0] W_out,
    output [7:0] Z_out,
    output [7:0] F_out,
    output [7:0] A_out
    );
    reg  [7:0] W = 0; 
    reg  [7:0] Z = 0;    
    reg  [7:0] I = 0;
    reg  [7:0] R = 0;  
    reg  [7:0] A = 0;
    reg  [7:0] F = 0;   
    reg  [7:0] B = 0; 
    reg  [7:0] C = 0; 
    reg  [7:0] D = 0;
    reg  [7:0] E = 0; 
    reg  [7:0] H = 0;  
    reg  [7:0] L = 0;
    reg  [7:0] Ap = 0;
    reg  [7:0] Fp = 0;
    reg  [7:0] Bp = 0;
    reg  [7:0] Cp = 0; 
    reg  [7:0] Dp = 0;
    reg  [7:0] Ep = 0; 
    reg  [7:0] Hp = 0;  
    reg  [7:0] Lp = 0;
    reg [15:0] IX = 0;
    reg [15:0] IY = 0;
    reg [15:0] SP = 0;
    reg [7:0] RY = 0; 
    reg [7:0] RZ = 0;        
    reg sig_rfsh = 0;
    reg sig_rfsh_old = 0;
    reg LAST_RESET = 1;
    reg DEHL_TOGGLE = 0, DEPHLP_TOGGLE = 0, EXX_TOGGLE = 0, AF_TOGGLE = 0; 
    always @(negedge RFSH) begin 
        sig_rfsh = ~sig_rfsh;
    end
    always @(posedge CLK) begin
        if(RESET == 1'b0 && LAST_RESET == 1'b1)
        begin
            {A, F, B, C, D, E, H, L} <= 64'b0;
            {Ap, Fp, Bp, Cp, Dp, Ep, Hp, Lp} <= 64'b0;
            {IX, IY, SP} <= 80'b0;
            {sig_rfsh_old, DEHL_TOGGLE, DEPHLP_TOGGLE, EXX_TOGGLE, AF_TOGGLE} <= 5'b0;
        end 
        else
        begin 
            AF_TOGGLE <= AF_SWAP ? ~AF_TOGGLE : AF_TOGGLE;
            EXX_TOGGLE <= EXX ? ~EXX_TOGGLE : EXX_TOGGLE;
            DEHL_TOGGLE <= DEHL_SWAP ? ~DEHL_TOGGLE : DEHL_TOGGLE;
            DEPHLP_TOGGLE <= DEPHLP_SWAP ? ~DEPHLP_TOGGLE : DEPHLP_TOGGLE;
            if(LD_W) begin W <= TEMP_IN[15:8]; end
            if(LD_Z) begin Z <= TEMP_IN[7:0]; end
            if(LD_I) begin I <= DATA_BUS_LOW; end      
            if(LD_R) R <= DATA_BUS_LOW;
            if(sig_rfsh == ~sig_rfsh_old) begin  
                R <= (R + 1) & 7'h7F;
            end
            sig_rfsh_old <= sig_rfsh;
            if(LD_ACCUM) begin
                if(AF_SWAP) begin Ap <= ACC_OUT; end
                else begin A <= ACC_OUT; end
            end
            if(LD_FLAG) begin
                if(AF_SWAP) begin Fp <= FLAG_OUT; end
                else begin F <= FLAG_OUT; end
            end
            if(LD_REG) begin      
                case (DR_MUX)
                    0: begin  
                            if(RP) begin  
                                case(OPCODE_Y >> 1)
                                    0: begin 
                                            if(EXX_TOGGLE) begin Bp <= DATA_BUS_HIGH; Cp <= DATA_BUS_LOW; end
                                            else begin B <= DATA_BUS_HIGH; C <= DATA_BUS_LOW; end
                                       end
                                    1: begin  
                                            if(!EXX_TOGGLE) begin if(!DEHL_TOGGLE) begin D <= DATA_BUS_HIGH; E <= DATA_BUS_LOW; end 
                                                                              else begin H <= DATA_BUS_HIGH; L <= DATA_BUS_LOW; end
                                            end
                                            else begin if(!DEPHLP_TOGGLE) begin Dp <= DATA_BUS_HIGH; Ep <= DATA_BUS_LOW; end
                                                                     else begin Hp <= DATA_BUS_HIGH; Lp <= DATA_BUS_LOW; end
                                            end                                        
                                       end
                                    2: begin  
                                            if(DD_PREFIX) begin IX <= {DATA_BUS_HIGH, DATA_BUS_LOW}; end
                                            else if(FD_PREFIX) begin IY <= {DATA_BUS_HIGH,DATA_BUS_LOW}; end 
                                            else if(!EXX_TOGGLE) begin if(!DEHL_TOGGLE) begin H <= DATA_BUS_HIGH; L <= DATA_BUS_LOW; end 
                                                                              else begin D <= DATA_BUS_HIGH; E <= DATA_BUS_LOW; end
                                            end
                                            else begin if(!DEPHLP_TOGGLE) begin Hp <= DATA_BUS_HIGH; Lp <= DATA_BUS_LOW; end
                                                                     else begin Dp <= DATA_BUS_HIGH; Ep <= DATA_BUS_LOW; end
                                            end    
                                       end
                                    3: begin 
                                        if(RP_TABLE == 1) 
                                        begin 
                                            if(~AF_TOGGLE) begin A <= DATA_BUS_HIGH; F <= DATA_BUS_LOW; end
                                            else begin Ap <= DATA_BUS_HIGH; Fp <= DATA_BUS_LOW; end
                                        end
                                        else 
                                        begin 
                                            if(LD_SP == 1'b1) SP = (~SP_MUX) ? SP+1 : SP-1;  
                                            else SP <= {DATA_BUS_HIGH, DATA_BUS_LOW};                                     
                                        end 
                                    end
                                endcase                    
                            end 
                            else begin
                                case(OPCODE_Y)  
                                    0: begin if(!EXX_TOGGLE) begin B <= DATA_BUS_LOW; end else begin Bp <= DATA_BUS_LOW; end end
                                    1: begin if(!EXX_TOGGLE) begin C <= DATA_BUS_LOW; end else begin Cp <= DATA_BUS_LOW; end end
                                    2: begin if(!EXX_TOGGLE) begin if(!DEHL_TOGGLE) begin D <= DATA_BUS_LOW; end else begin H <= DATA_BUS_LOW; end end
                                             else begin if(!DEPHLP_TOGGLE) begin Dp <= DATA_BUS_LOW; end else begin Hp <= DATA_BUS_LOW; end end
                                       end
                                    3: begin if(!EXX_TOGGLE) begin if(!DEHL_TOGGLE) begin E <= DATA_BUS_LOW; end else begin L <= DATA_BUS_LOW; end end
                                             else begin if(!DEPHLP_TOGGLE) begin Ep <= DATA_BUS_LOW; end else begin Lp <= DATA_BUS_LOW; end end
                                       end
                                    4: begin if(DD_PREFIX) begin IX[15:8] <= DATA_BUS_LOW; end
                                             else if(FD_PREFIX) begin IY[15:8] <= DATA_BUS_LOW; end
                                             else if(!EXX_TOGGLE) begin if(!DEHL_TOGGLE) begin H <= DATA_BUS_LOW; end else begin D <= DATA_BUS_LOW; end end
                                             else begin if(!DEPHLP_TOGGLE) begin Hp <= DATA_BUS_LOW; end else begin Dp <= DATA_BUS_LOW; end end
                                       end
                                    5: begin if(DD_PREFIX) begin IX[7:0] <= DATA_BUS_LOW; end
                                             else if(FD_PREFIX) begin IY[7:0] <= DATA_BUS_LOW; end 
                                             else if(!EXX_TOGGLE) begin if(!DEHL_TOGGLE) begin L <= DATA_BUS_LOW; end else begin E <= DATA_BUS_LOW; end end
                                             else begin if(!DEPHLP_TOGGLE) begin Lp <= DATA_BUS_LOW; end else begin Ep <= DATA_BUS_LOW; end end
                                       end
                                    6: begin
                                       end   
                                    7: begin if(!AF_TOGGLE) begin A <= DATA_BUS_LOW; end else begin Ap <= DATA_BUS_LOW; end end
                                endcase
                            end
                       end
                    1: begin  
                            case(OPCODE_Z) 
                                0: begin if(!EXX_TOGGLE) begin B <= DATA_BUS_LOW; end else begin Bp <= DATA_BUS_LOW; end end
                                1: begin if(!EXX_TOGGLE) begin C <= DATA_BUS_LOW; end else begin Cp <= DATA_BUS_LOW; end end
                                2: begin if(!EXX_TOGGLE) begin if(!DEHL_TOGGLE) begin D <= DATA_BUS_LOW; end else begin H <= DATA_BUS_LOW; end end
                                         else begin if(!DEPHLP_TOGGLE) begin Dp <= DATA_BUS_LOW; end else begin Hp <= DATA_BUS_LOW; end end
                                   end
                                3: begin if(!EXX_TOGGLE) begin if(!DEHL_TOGGLE) begin E <= DATA_BUS_LOW; end else begin L <= DATA_BUS_LOW; end end
                                         else begin if(!DEPHLP_TOGGLE) begin Ep <= DATA_BUS_LOW; end else begin Lp <= DATA_BUS_LOW; end end
                                   end
                                4: begin if(DD_PREFIX) begin IX[15:8] <= DATA_BUS_LOW; end
                                         else if(FD_PREFIX) begin IY[15:8] <= DATA_BUS_LOW; end
                                         else if(!EXX_TOGGLE) begin if(!DEHL_TOGGLE) begin H <= DATA_BUS_LOW; end else begin D <= DATA_BUS_LOW; end end
                                         else begin if(!DEPHLP_TOGGLE) begin Hp <= DATA_BUS_LOW; end else begin Dp <= DATA_BUS_LOW; end end
                                   end
                                5: begin if(DD_PREFIX) begin IX[7:0] <= DATA_BUS_LOW; end
                                         else if(FD_PREFIX) begin IY[7:0] <= DATA_BUS_LOW; end 
                                         else if(!EXX_TOGGLE) begin if(!DEHL_TOGGLE) begin L <= DATA_BUS_LOW; end else begin E <= DATA_BUS_LOW; end end
                                         else begin if(!DEPHLP_TOGGLE) begin Lp <= DATA_BUS_LOW; end else begin Ep <= DATA_BUS_LOW; end end
                                   end
                                6: begin 
                                   end  
                                7: begin if(!AF_TOGGLE) begin A <= DATA_BUS_LOW; end else begin Ap <= DATA_BUS_LOW; end end
                            endcase          
                       end
                    2: begin  
                        if(DD_PREFIX) begin IX <= {DATA_BUS_HIGH, DATA_BUS_LOW}; end
                        else if(FD_PREFIX) begin IY <= {DATA_BUS_HIGH, DATA_BUS_LOW}; end 
                        else if(!EXX_TOGGLE) begin if(!DEHL_TOGGLE) 
                                begin
                                    H <= DATA_BUS_HIGH;
                                    L <= DATA_BUS_LOW;
                                end
                                else begin 
                                    D <= DATA_BUS_HIGH;
                                    E <= DATA_BUS_LOW;
                                end
                            end
                            else begin if(!DEPHLP_TOGGLE) 
                                begin 
                                    Hp <= DATA_BUS_HIGH;
                                    Lp <= DATA_BUS_LOW;
                                end
                                else begin
                                    Dp <= DATA_BUS_HIGH;
                                    Ep <= DATA_BUS_LOW;
                                end
                            end    
                       end 
                    3: begin  
                         if(!EXX_TOGGLE) begin B <= DATA_BUS_HIGH; C <= DATA_BUS_LOW; end 
                         else begin Bp <= DATA_BUS_HIGH; Cp <= DATA_BUS_LOW; end
                       end
                    4: begin  
                            if(!EXX_TOGGLE) begin if(!DEHL_TOGGLE) 
                                begin
                                    D <= DATA_BUS_HIGH;
                                    E <= DATA_BUS_LOW;
                                end
                                else begin 
                                    H <= DATA_BUS_HIGH;
                                    L <= DATA_BUS_LOW;
                                end
                            end
                            else begin if(!DEPHLP_TOGGLE) 
                                begin 
                                    Dp <= DATA_BUS_HIGH;
                                    Ep <= DATA_BUS_LOW;
                                end
                                else begin
                                    Hp <= DATA_BUS_HIGH;
                                    Lp <= DATA_BUS_LOW;
                                end
                            end    
                       end 
                    5: begin  
                        SP <= {DATA_BUS_HIGH, DATA_BUS_LOW};
                       end
                    6: begin  
                        if(!EXX_TOGGLE) begin B <= DATA_BUS_LOW; end else begin Bp <= DATA_BUS_LOW; end 
                       end
                endcase
            end
        end
    end 
    always @(negedge CLK) begin
        if(RESET == 1'b0 && LAST_RESET == 1'b1)
        begin
            {RY, RZ} = 32'b0;
            LAST_RESET <= RESET;
        end
        else
        begin
            LAST_RESET <= RESET;
            if(Gate_SP) ADDR_BUS <= SP; 
            else if(Gate_SP_INC) ADDR_BUS <= SP + 1;
            else if(Gate_SP_DEC) ADDR_BUS <= SP - 1;
            else if((OPCODE_Y == 3'b110) || (OPCODE_Z) == 3'b110)
            begin
                ADDR_BUS <= (!EXX_TOGGLE) ? (!DEHL_TOGGLE ? {H,L} : {D,E}) : (!DEPHLP_TOGGLE ? {Hp,Lp} : {Dp,Ep});
            end
            case(OPCODE_Y)
                0: RY <= (~EXX_TOGGLE) ? B : Bp;
                1: RY <= (~EXX_TOGGLE) ? C : Cp;
                2: RY <= (~EXX_TOGGLE) ? (~DEHL_TOGGLE ? D : H) : (~DEPHLP_TOGGLE ? Dp : Hp);
                3: RY <= (~EXX_TOGGLE) ? (~DEHL_TOGGLE ? E : L) : (~DEPHLP_TOGGLE ? Ep : Lp);
                4: RY <= (~EXX_TOGGLE) ? (~DEHL_TOGGLE ? H : D) : (~DEPHLP_TOGGLE ? Hp : Dp);
                5: RY <= (~EXX_TOGGLE) ? (~DEHL_TOGGLE ? L : E) : (~DEPHLP_TOGGLE ? Lp : Ep);
                6: RY <=0; 
                7: RY <= (~EXX_TOGGLE) ? A : Ap;
            endcase
            case(OPCODE_Z)
                0: RZ <= (~EXX_TOGGLE) ? B : Bp;
                1: RZ <= (~EXX_TOGGLE) ? C : Cp;
                2: RZ <= (~EXX_TOGGLE) ? (~DEHL_TOGGLE ? D : H) : (~DEPHLP_TOGGLE ? Dp : Hp);
                3: RZ <= (~EXX_TOGGLE) ? (~DEHL_TOGGLE ? E : L) : (~DEPHLP_TOGGLE ? Ep : Lp);
                4: RZ <= (~EXX_TOGGLE) ? (~DEHL_TOGGLE ? H : D) : (~DEPHLP_TOGGLE ? Hp : Dp);
                5: RZ <= (~EXX_TOGGLE) ? (~DEHL_TOGGLE ? L : E) : (~DEPHLP_TOGGLE ? Lp : Ep);
                6: RZ <= 0;
                7: RZ <= (~EXX_TOGGLE) ? A : Ap;
            endcase
        end    
    end 
    assign A_out = (AF_TOGGLE)? Ap : A;
    assign F_out = (AF_TOGGLE)? Fp : F;
    assign B_out = (EXX_TOGGLE)? Bp : B;
    assign R_out = R;
    assign I_out = I;    
    assign W_out = W;
    assign Z_out = Z;
    assign BC_out = (~EXX_TOGGLE)? {B, C} : {Bp, Cp};
    assign DE_out = (~EXX_TOGGLE)? (~DEHL_TOGGLE ? {D,E} : {H,L}) : (~DEPHLP_TOGGLE ? {Dp,Ep} : {Hp,Lp});
    assign HL_out = (DD_PREFIX)? IX : ((FD_PREFIX)? IY : (~EXX_TOGGLE)? (~DEHL_TOGGLE ? {H,L} : {D,E}) : (~DEPHLP_TOGGLE ? {Hp,Lp} : {Dp,Ep}));
    assign SP_out = SP;
    assign ry_out = RY;
    assign rz_out = RZ;
endmodule
$ cat flow/run.sh
#!/bin/bash
# OpenROAD 26Q1-2900-gdf79404cd8, Yosys 0.63+post, stock flow scripts
make -C /OpenROAD-flow-scripts/flow DESIGN_CONFIG=/design/flow/config.mk WORK_HOME=/design/flow/orfs finish
$ cat flow/config.mk
export PLATFORM = sky130hd
export DESIGN_NAME = z80RegisterFile
export DESIGN_NICKNAME = z80RegisterFile
export VERILOG_FILES = /design/flow/design.v
export SDC_FILE = /design/flow/constraint.sdc
export NUM_CORES = 4
export LEC_CHECK = 1
export CORE_UTILIZATION = 30
$ cat flow/constraint.sdc
current_design z80RegisterFile

set clk_period 10.3
set clk_io_pct 0.2

create_clock -name clk0 -period $clk_period [get_ports {CLK}]
create_clock -name clk1 -period $clk_period [get_ports {RFSH}]

set non_clock_inputs [all_inputs -no_clocks]
set_input_delay [expr $clk_period * $clk_io_pct] -clock clk0 $non_clock_inputs
set_output_delay [expr $clk_period * $clk_io_pct] -clock clk0 [all_outputs]
==> flow_metrics.py <==
# Auto-generated metrics
metrics = {
    "status": {
        "status": "finished, final reports clean",
    },
    "worst_hold_path": {
        "min_delay_path_depth": 1,
        "min_from": "sig_rfsh",
        "hold_end": "sig_rfsh",
        "hold_path_class": "reg -> reg",
    },
    "critical_path": {
        "path_max_fanout": 21,
        "r2r_slack_ns": 2.03,
        "reg2reg_depth": 5,
        "critPathKind": "in -> reg",
        "arrival_ns": 4.04,
        "path_cells": "clkdlybuf4s50_1, buf_4, nand2_1, o21ai_0, a31oi_1, nor2_1, buf_4",
        "worst-path-stages": 7,
        "critPathTopFamily": "buffers and inverters",
        "end_kind": "register",
        "cpPeakStageDelay_ns": 0.65,
        "cpMaxStageDelayCell": "clkdlybuf4s50_1",
        "cp_num_buf_inv": 3,
        "cpMostUsedCell": "buf_4",
        "worstPathRequired_ns": 5.44,
        "rr_endpoint": "D[5]",
        "reg2reg_from": "LAST_RESET",
        "critPathLaunchType": "primary input",
    },
    "placed_design": {
        "place_area_mm2": 0.0197,
        "port_buffers": 230,
        "dp.cells": 2907,
        "routabilityCongestion": 0.972,
        "hpwl_mm": 49.0,
    },
    "routing": {
        "via_per_inst": 5.76,
        "wl_per_cell_um": 23.7,
        "drc_errors": 0,
        "initialDrtViolationCount": 2032,
        "drtPass1Iterations": 6,
        "drt-total-wl_mm": 70.9,
        "num_vias": 17300,
        "ant_nets": 0,
    },
    "global_route": {
        "antenna_found_initial": 4,
        "grt_max_degree": 72,
        "grt_busiest_layer": "met2",
        "met3_usage_pct": 6.38,
        "grt_pass1_vias": 15900,
        "grt.total_usage_pct": 24.8,
        "grt_overflow_total": 0,
        "grt_pass1_wl_mm": 103,
        "grtUsageMet2_pct": 36.5,
        "grt_util_met1_pct": 35.9,
    },
    "clock_tree": {
        "cts-root-buf": "clkbuf_16",
        "cts_inserted_buffers": 30,
        "postCtsSetupRepairBufs": 0,
        "cts_tree": "yes",
        "hold_buffers": 0,
        "ctsResizeCount": 0,
        "clockBufferDepth": 3,
        "clkTransAtPathRegs_ns": 0.03,
        "htree_levels": 1,
    },
    "finish": {
        "fillers": 5388,
        "final-instance-count-excl-fill": 2996,
        "fin_area_mm2": 0.0209,
        "area_growth_syn_to_layout_pct": 24.4,
        "drive_gt1_share_pct": 11.0,
    },
    "synth": {
        "yosysWarnings": 1,
        "synth_dominant_cell_count": "nand2_1",
        "yosys.stat.chipArea_mm2": 0.0168,
        "xor_area_share_pct": 1.15,
        "compound_area_share_pct": 23.6,
        "ys_seq_share_pct": 32.3,
        "mux_share_pct": 18.2,
        "synthesis.instances": 2058,
        "ys_sh_simple_pct": 18.1,
        "top_area_cell": "dfxtp_1",
        "synth-main-ff-cell": "dfxtp_1",
        "adder_share_pct": 0.224,
        "common_cells": "nand2_1, mux2i_1, nor2_1, dfxtp_1, a21oi_1",
        "yosysUniqueCellTypes": 91,
        "avgSynthCellArea_um2": 8.16,
        "yosys_cells": 2058,
        "ys_ff": 247,
        "async_flop_share_pct": 0,
        "top_area_share_pct": 23.7,
        "ys_top_logic_family": "AND-OR/OR-AND gates",
        "yosys-top-cells-area": "dfxtp_1, mux2i_1, edfxtp_1",
        "synth_area_mm2": 0.0168,
        "edf_count": 48,
    },
    "sta": {
        "hold_violations": 0,
        "rsz0062_at_grt": "false",
        "maxSlewViolCount": 0,
        "tns_ns": 0,
        "whs_ns": 0.412,
        "max-slew-margin-rel_pct": 37.8,
        "tightest_slew_ns": 0.926,
        "final.setup_skew_ns": 0.0633,
        "setup_viol": 0,
    },
    "power": {
        "leakage_nw": 7.99,
        "p_per_area_mw_per_mm2": 176,
        "vdd_drop_max_mv": 0.123,
    },
    "floorplanning": {
        "core_area_mm2": 0.0552,
        "core.rowCount": 86,
        "ios": 232,
        "initCoreUtil_pct": 30.4,
        "die_h_um": 239,
        "die_x_um": 239,
        "chipArea_mm2": 0.0569,
    },
    "run": {
        "cap_violations": 0,
        "log.warning_count": 62,
    },
}
where the power goes:
| part | internal [mW] | switching [mW] |
|---|---|---|
| logic | 0.553 | 0.712 |
| clock network | 0.698 | 0.491 |
| registers | 1.11 | 0.120 |
cells in the final DEF (no fill, tap or decap), types with 10 or more instances in the layout:
| cell type | netlist | layout |
|---|---|---|
| clkbuf_16 | 0 | 32 |
| nor3_1 | 42 | 42 |
| a211oi_1 | 26 | 26 |
| nand2_1 | 226 | 226 |
| a21oi_1 | 150 | 150 |
| o221ai_1 | 14 | 14 |
| nor2_1 | 200 | 200 |
| nand3_1 | 56 | 56 |
| o22ai_1 | 64 | 64 |
| mux2_2 | 64 | 64 |
| a22o_1 | 18 | 18 |
| nand2b_1 | 18 | 17 |
| inv_1 | 41 | 73 |
| or2_2 | 10 | 10 |
| edfxtp_1 | 48 | 48 |
| mux2i_1 | 222 | 222 |
| dfxtp_1 | 199 | 196 |
| a21o_1 | 12 | 12 |
| o31ai_1 | 13 | 13 |
| a32o_1 | 10 | 10 |
| a22oi_1 | 25 | 25 |
| buf_4 | 19 | 73 |
| clkdlybuf4s50_1 | 0 | 229 |
| a31oi_1 | 21 | 21 |
| o21ai_0 | 108 | 107 |
| a32oi_1 | 16 | 16 |
| a221oi_1 | 14 | 14 |
| xnor2_1 | 15 | 15 |
| nor2b_1 | 27 | 26 |
| o2bb2ai_1 | 10 | 10 |
per-layer routing:
layer	wire length [um]	share of wire, %	up-vias
li1	-	-	7911
met1	30400	43	8199
met2	30500	43	957
met3	7120	10	188
met4	2870	4.1	2
met5	12	0.017	-
how the worst max path moves through the flow:
stage         endpoint  slack [ns]   startpoint
4_1_cts   ADDR_BUS[11]        1.45  OPCODE_Y[2]
5_1_grt   ADDR_BUS[15]        1.38  OPCODE_Y[2]
6_report  ADDR_BUS[14]        1.40  OPCODE_Y[2]
cell families after synthesis:
kind of cell	after synthesis
and+or+nand+nor	652
AOI/OAI and AO/OA	598
muxes	292
DFF	247
buffers and inverters	244
xor gates and xnor gates	22
adders and majority gates	3
per-stage QoR:
| stage | setup WS [ns] | utilization [%] | total power [mW] |
|---|---|---|---|
| after floorplan | 1.16 | - | 1.94 |
| after global placement | 0.818 | 35.7 | 2.49 |
| after detailed placement | 0.829 | 35.7 | 2.50 |
| after CTS | 1.45 | 37.8 | 3.68 |
| after global routing | 1.38 | 37.8 | 3.85 |
| final | 1.40 | 37.8 | 3.68 |
flip-flops by register name (all words and copies together) (netlist names), 16 cells and up:
| name | count |
|---|---|
| IY | 16 |
| ADDR_BUS | 16 |
| IX | 16 |
| SP | 16 |
final cells by class:
| class | count | area [um^2] | share of cell area, % |
|---|---|---|---|
| Antenna cell | 1 | 2.50 | 0.0120 |
| Multi-Input combinational cell | 1567 | 10300 | 49.4 |
| Clock buffer | 36 | 840 | 4.02 |
| Timing Repair Buffer | 303 | 2850 | 13.6 |
| Tap cell | 748 | 936 | 4.48 |
| Sequential cell | 247 | 5430 | 26.0 |
| Clock inverter | 54 | 357 | 1.71 |
| Inverter | 40 | 150 | 0.719 |
Power and IR drop assume default switching activity.
