$ cat /design/flow/run.sh
#!/bin/bash
# OpenROAD 26Q1-2900-gdf79404cd8, Yosys 0.63+post, stock flow scripts
make -C /OpenROAD-flow-scripts/flow DESIGN_CONFIG=/design/flow/config.mk WORK_HOME=/design/flow/orfs finish
$ cat /design/flow/config.mk
export PLATFORM = sky130hd
export DESIGN_NAME = uart
export DESIGN_NICKNAME = uart
export VERILOG_FILES = /design/flow/design.v
export SDC_FILE = /design/flow/constraint.sdc
export NUM_CORES = 4
export LEC_CHECK = 1
export CORE_UTILIZATION = 30
$ cat /design/flow/constraint.sdc
current_design uart

set clk_period 4.8
set clk_io_pct 0.2

create_clock -name clk0 -period $clk_period [get_ports {clk}]

set non_clock_inputs [all_inputs -no_clocks]
set_input_delay [expr $clk_period * $clk_io_pct] -clock clk0 $non_clock_inputs
set_output_delay [expr $clk_period * $clk_io_pct] -clock clk0 [all_outputs]
$ cat /design/flow/design.v
`timescale 1ns / 1ps
module uart(
    input clk,
    input reset,
    input rx,
    output reg tx,
    output reg [7:0] rx_fifo,
    output rx_fifo_wr,
    input rx_fifo_full,
    input [7:0] tx_fifo,
    output tx_fifo_rd,
    input tx_fifo_empty,
    output [1:0] rx_state,
    output [1:0] tx_state,
    output reg [15:0] rx_delay_left,
    output reg [15:0] tx_delay_left,
    output reg [3:0] rx_bits_left,
    output reg [3:0] tx_bits_left
    );
    parameter UART_BAUD = 115200;
    parameter UART_CLK_FREQ = 100000000;
    localparam FSM_IDLE = 0;
    localparam FSM_READ = 1;
    localparam FSM_WRITE = 2;
    localparam FSM_STOP = 3;
    reg [1:0] rx_fsm_state = 0;
    reg [1:0] tx_fsm_state = 0;
    assign rx_state = rx_fsm_state;
    assign tx_state = tx_fsm_state;
    localparam DELAY = (UART_CLK_FREQ / UART_BAUD) / 2;
    parameter UART_BIT_LENGTH = 8;
    assign rx_fifo_wr = !rx_fifo_full && rx_fsm_state == FSM_WRITE;
    always @(posedge clk) begin
        if (reset) begin
            rx_fsm_state <= FSM_IDLE;
        end else begin
            case (rx_fsm_state)
                FSM_IDLE: begin
                    rx_bits_left <= UART_BIT_LENGTH;
                    rx_delay_left <= DELAY * 3;
                    rx_fsm_state <= rx == 0 ? FSM_READ : FSM_IDLE;
                end
                FSM_READ: begin
                    if (rx_delay_left == 0) begin
                        rx_fifo[UART_BIT_LENGTH - rx_bits_left] <= rx;
                        rx_bits_left <= rx_bits_left - 1;
                    end
                    rx_delay_left <= rx_delay_left == 0 ? DELAY * 2 : rx_delay_left - 1;
                    rx_fsm_state <= rx_bits_left > 0 ? FSM_READ : FSM_WRITE;
                end
                FSM_WRITE: begin
                    rx_fsm_state <= FSM_STOP;
                    rx_delay_left <= DELAY * 2;
                end
                FSM_STOP: begin
                    rx_fsm_state <= rx_delay_left == 0 ? FSM_IDLE : FSM_STOP;
                    rx_delay_left <= rx_delay_left - 1;
                end
            endcase
        end
    end
    reg [7:0] tx_fifo_buffer = 0;
    assign tx_fifo_rd = tx_fsm_state == FSM_IDLE && !tx_fifo_empty;
    always @(posedge clk) begin
        case (tx_fsm_state)
            FSM_IDLE: begin
                tx_fsm_state <= tx_fifo_empty == 1 ? FSM_IDLE : FSM_READ;
                tx_bits_left <= UART_BIT_LENGTH;
                tx_delay_left <= DELAY * 2;
                tx <= tx_fifo_empty;
            end
            FSM_READ: begin
                tx_fifo_buffer <= tx_fifo;
                tx_fsm_state <= FSM_WRITE;
                tx_delay_left <= tx_delay_left - 1;
            end
            FSM_WRITE: begin
                if (tx_delay_left == 0) begin
                    tx <= tx_bits_left == 0 ? 1 : tx_fifo_buffer[UART_BIT_LENGTH - tx_bits_left];
                    tx_bits_left <= tx_bits_left - 1;
                end
                tx_delay_left <= tx_delay_left == 0 ? DELAY * 2 : tx_delay_left - 1;
                tx_fsm_state <= tx_bits_left == 0 && tx_delay_left == 0 ? FSM_STOP : FSM_WRITE;
            end
            FSM_STOP: begin
                tx_fsm_state <= tx_delay_left == 0 ? FSM_IDLE : FSM_STOP;
                tx <= 1;
                tx_delay_left <= tx_delay_left - 1;
            end
            default: begin
                tx <= 1;
                tx_fsm_state <= FSM_IDLE;
            end
        endcase
    end
endmodule
==> results.json <==
{
  "fin_ws_ns": 1.379,
  "power.density_nw_per_um2": 281.0,
  "row_count": 38,
  "viasPerCell": 4.972,
  "cts_resized": 0,
  "routed.top_layer": "met4",
  "hold_path_class": "flop to flop",
  "boundaryPins": 68,
  "worst-setup-path-type": "flop to flop",
  "p_sw_mw": 0.2887,
  "grt_start_max_net_pins": 18,
  "clk_latency_ns": 0.32,
  "grt_usage": 0.1328,
  "area_growth_pct": 31.63,
  "fp.dieW_um": 108.7,
  "first_pass_iters": 4,
  "ys_ff": 61,
  "synth_top_area_share": 0.3602,
  "antenna_found_initial": 0,
  "ctsHoldBuffers": 0,
  "drt_iter0_markers": 56,
  "crit_path_max_fanout": 11,
  "critPathRequiredTime_ns": 4.87,
  "skew_ns": 0.008375,
  "wl_met2_um": 3272,
  "cp.arrival_ns": 3.49,
  "fmax_mhz": 292.3,
  "die_y_um": 108.7,
  "worst_pin_slew_ns": 0.7456,
  "met3_length_um": 312,
  "tns_ns": 0,
  "clkTransAtPathRegs_ns": 0.05,
  "hold_violations": 0,
  "yosysTopAreaCell": "edfxtp_1",
  "dr_total_vias": 2670,
  "edf_count": 41,
  "grt_pass1_wl_um": 12160,
  "die-area_um2": 11830,
  "htreeDepth": 3,
  "ys_area_um2": 3418,
  "synthFlopType": "edfxtp_1",
  "wire_per_inst_um": 13.60,
  "drive_gt1_frac": 0.09068,
  "clock_sinks": 61,
  "p_clk_frac": 0.451,
  "rsz0062_at_grt": "no",
  "peakVddDrop_v": 0.0001233,
  "area_leaders": "edfxtp_1 (36%), dfxtp_1 (12%), ha_1 (5.5%), xor2_1 (4.1%), nor2_1 (4.1%)",
  "slew_viol_final": 0,
  "diodes": 0,
  "p_int_mw": 0.9756,
  "ys_seq_share": 0.4773,
  "ys_types": 54,
  "grt.overflow.total": 0,
  "coreArea_um2": 10980,
  "tritoncts": "built",
  "drtAntennaViolNets": 0,
  "cts_root_buffer": "clkbuf_16",
  "yosysWarnings": 1,
  "ys_top_cells_by_count": "edfxtp_1 (41), nor2_1 (37), dfxtp_1 (20), a21oi_1 (18), inv_1 (17)",
  "numCtsBuffers": 9,
  "wl_met1_um": 3622,
  "leakage_nw": 1.611,
  "synth_async_sr_flop_share": 0,
  "slew_headroom": 0.5013,
  "setup_viol": 0,
  "seq_power_share": 0.469,
  "io_buffers": 67,
  "startpoint_type": "flop",
  "finalCriticalPeriod_ns": 3.421,
  "dp_hpwl_um": 5162,
  "swShare": 0.2284,
  "post-cts-setup-buffer-count": 0,
  "warning_count": 30,
  "clock_path_buffers": 2,
  "fp_util": 0.3112,
  "yosysMostFrequentCell": "edfxtp_1",
  "ys_cells": 321,
  "syn-cell-area_um2": 3418,
  "p_comb_frac": 0.080,
  "grt_pass1_vias": 2488,
  "avgSynthCellArea_um2": 10.65,
  "route.detailed.drc": 0,
  "end_kind": "flop",
  "place_ws_ns": 1.413,
  "drt-total-wl_um": 7304,
  "gp_congestion": 0.8199,
  "drv_cap": 0,
  "status": "finished, final reports clean",
  "synth_cells": 321,
  "min_period_over_period": 0.7127
}
-- path summary, 6_finish.rpt --
kind	from	end	slack (ns)	cells after the start
setup / recovery	rx_bits_left[0]	rx_fifo[3]	1.38	9
hold / removal	tx_fsm_state[1]	tx_fsm_state[1]	0.52	1
setup reg to reg	rx_bits_left[0]	rx_fifo[3]	1.38	9
hold reg to reg	tx_fsm_state[1]	tx_fsm_state[1]	0.52	1
-- cells in the final DEF (no fill, tap or decap), types with 10 or more instances in the layout --
cell type / n
edfxtp_1: 41
dfxtp_1: 20
nor3_1: 13
inv_1: 17
nor2_1: 37
xor2_1: 16
nand3_1: 10
nand4_1: 11
nand2_1: 13
ha_1: 15
o21ai_0: 10
clkdlybuf4s50_1: 67
a21oi_1: 18
-- cell type report --
type / count / area (um^2)
Sequential cell: 61 / 1632
Fill cell: 1048 / 6484
Multi-Input combinational cell: 234 / 1683
Clock buffer: 11 / 232.7
Clock inverter: 5 / 27.53
Inverter: 17 / 63.81
Tap cell: 140 / 175.2
Timing Repair Buffer: 69 / 685.7
-- critical path, cell delays in order (launching register included) --
cell	delay, ns
edfxtp_1	0.54
inv_1	0.11
ha_1	0.40
nor2_1	0.29
o21ai_0	0.16
ha_1	0.31
or4b_4	0.53
nor4_4	0.34
nand4_1	0.17
mux2_1	0.32
-- per-stage QoR --
stage | power [mW] | area [um^2] | cells | hold WS (ns) | utilization
after floorplan | 0.6582 | 3418 | 321 | 0.4568 | -
after global placement | 0.7038 | 4239 | 521 | 0.5039 | 0.3860
after detailed placement | 0.7049 | 4239 | 521 | 0.5086 | 0.3860
after CTS | 1.278 | 4499 | 537 | 0.5221 | 0.4097
after global routing | 1.319 | 4499 | 537 | 0.5611 | 0.4097
final | 1.264 | 4499 | 537 | 0.5182 | 0.4097
-- power groups by stage --
stage	logic [mW]	registers [mW]	clock network, mW
CTS	0.102	0.594	0.583
finish	0.101	0.593	0.570
global route	0.114	0.596	0.610
-- cell families after synthesis --
| logic type | Yosys count | share of synthesized area |
|---|---|---|
| simple gates | 133 | 0.2313 |
| compound gates | 50 | 0.09956 |
| fa+ha+maj | 15 | 0.05490 |
| flops | 61 | 0.4773 |
| buf+inv | 26 | 0.03038 |
| mux | 11 | 0.04246 |
| xor+xnor | 25 | 0.06406 |
-- registers in the layout, summed over array words and instances (netlist names) --
name and count:
rx_fifo 8, tx_fifo_buffer 8, tx_fsm_state 2, tx_delay_left 16, tx 1, rx_fsm_state 2
rx_bits_left 4, rx_delay_left 16, tx_bits_left 4
-- per-layer routing --
metal / GRT usage / up-vias
li1: - / 1335
met1: 0.2060 / 1270
met2: 0.2052 / 56
met3: 0.02559 / 9
met4: 0.01737 / 0
met5: 0 / -
No activity file was given, so power comes from the tool's default toggle rates.
